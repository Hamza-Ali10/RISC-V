`config.mk`:
```
export PLATFORM = sky130hd
export DESIGN_NAME = mux_3to1
export DESIGN_NICKNAME = mux_3to1
export VERILOG_FILES = /design/flow/design.v
export SDC_FILE = /design/flow/constraint.sdc
export NUM_CORES = 4
export LEC_CHECK = 1
export CORE_AREA = 10 10 86 86
export DIE_AREA = 0 0 96 96
```
`constraint.sdc`:
```
current_design mux_3to1

set clk_period 3.4
set clk_io_pct 0.2

create_clock -name clk0 -period $clk_period

set non_clock_inputs [all_inputs -no_clocks]
set_input_delay [expr $clk_period * $clk_io_pct] -clock clk0 $non_clock_inputs
set_output_delay [expr $clk_period * $clk_io_pct] -clock clk0 [all_outputs]
```
`design.v`:
```
module mux_3to1
(
	input [1 : 0] sel,
	input [31 : 0] i0, i1, i2,
	output reg [31 : 0] z
);
always @(*)
begin
	case (sel)
		2'd0 : z = i0;
		2'd1 : z = i1;
		2'd2 : z = i2;
		default : z = 'b0;
	endcase
end
endmodule
```
`run.sh`:
```
#!/bin/bash
# OpenROAD 26Q1-2900-gdf79404cd8, Yosys 0.63+post, stock flow scripts
make -C /OpenROAD-flow-scripts/flow DESIGN_CONFIG=/design/flow/config.mk WORK_HOME=/design/flow/orfs finish
```
==> flow_summary.json <==
{
  "post_cts_resized": 0,
  "switchingPower_uw": 65.1,
  "drive_gt1_share_pct": 7.58,
  "overflow": 0,
  "final.setup.tns_ns": 0,
  "syn_area_per_cell_um2": 10.2,
  "setup_viol": 0,
  "netlist_area_um2": 787,
  "antenna_found_initial": 0,
  "crit_arrival_ns": 2.30,
  "rows": 27,
  "yosys_warnings": 1,
  "whs_path_depth": 3,
  "post-cts-setup-buffer-count": 0,
  "io_pins": 130,
  "ys_seq_share_pct": 0,
  "final_area_mm2": 0.00211,
  "area_growth_pct": 168,
  "top_area_cell": "mux2i_1",
  "dpl.hpwl_um": 3970,
  "ant_nets": 0,
  "regArea_um2": 0,
  "yosys-stat-area_um2": 787,
  "grt_max_degree": 33,
  "slew_violations": 0,
  "worstMarginPinSlew_ns": 0.514,
  "cp_slowest_cell": "clkdlybuf4s50_1",
  "hold_path_class": "input pin to primary output",
  "p_clk_share_pct": 0,
  "fp.dieW_um": 96,
  "crit_family": "buffers and inverters",
  "routed_wl_um": 4560,
  "drc": 0,
  "portBuffers": 130,
  "worstPathMaxFanout": 27,
  "vias_per_cell": 4.08,
  "top_cells_by_area": "mux2i_1 (41%), o2bb2ai_1 (24%), o2bb2ai_2 (19%), buf_6 (11%), nor2b_4 (1.7%)",
  "critPathBufInv": 3,
  "dieArea_mm2": 0.00922,
  "die_h_um": 96,
  "first_iter_violations": 21,
  "hp-start": "i1[31]",
  "crit_chain": "clkdlybuf4s50_1, nor2b_4, buf_12, o2bb2ai_1, clkdlybuf4s50_1",
  "power_density_mw_per_mm2": 120,
  "wl_per_cell_um": 16.9,
  "ir_worst_vdd_mv": 0.0484,
  "rsz0062_at_grt": "no",
  "required_ns": 2.72,
  "power.total_uw": 254,
  "cts_hold_buffers": 0,
  "post-place-ws_ns": 0.404,
  "critPathMaxStageDelay_ns": 0.50,
  "diodes": 0,
  "openroad.warnings": 32,
  "outcome": "finished clean",
  "yosys.cell_types.count": 8,
  "critical_path_class": "input pin to primary output",
  "grt_pass1_wl_um": 6740,
  "syn_inst": 77,
  "place_congestion": 0.732,
  "vias": 1102,
  "initial_core_util_pct": 14.2,
  "end_kind": "primary output",
  "first_pass_iters": 2,
  "flops": 0,
  "p_leak_uw": 0.000793,
  "fin_crit_ns": 2.98,
  "worst_slack_ns": 0.425,
  "hold_viol": 0,
  "cp-start-kind": "input pin",
  "relSlewSlack_pct": 65.7,
  "grt_pass1_vias": 1189,
  "combPwrFrac_pct": 100.0,
  "intPower_uw": 189,
  "nClkBuffers": 0,
  "power_frac_seq_pct": 0,
  "max_cap_viol_count": 0,
  "yosysTopAreaCellShare_pct": 40.7,
  "crit_path_frequent_cell": "clkdlybuf4s50_1",
  "place_area_mm2": 0.00211,
  "fmax_mhz": 336,
  "fin_crit_sh_pct": 87.5,
  "ys_cells": 77,
  "fp.coreArea_mm2": 0.00554,
  "grt_usage_pct": 9.13,
  "switching_share_pct": 25.6,
  "holdPathEnd": "z[31]"
}
cell type report:
type,instances,area (µm²)
tap,72,90.1
fill,558,3430
timing repair buffer,133,1340
multi-input combinational,65,677
worst min-delay path, cell delays in order:
cell	delay, ns
clkdlybuf4s50_1	0.39
o2bb2ai_1	0.12
clkdlybuf4s50_1	0.41
routing by layer:
metal	share of wire, %	wire length [µm]	GRT usage [%]
met1	38	1710	10.5
met2	46	2080	15.2
met3	17	769	5.50
met4	0	0	0
met5	0	0	0
power groups by stage:
stage / sequential, µW / clock, µW / combinational [µW]
after global routing: 0 / 0 / 276
after CTS: 0 / 0 / 260
final: 0 / 0 / 254
layout by cell type, fill, tap and decap left out:
master	Yosys	layout
clkdlybuf4s50_1	0	129
mux2i_1	32	32
o2bb2ai_1	22	22
o2bb2ai_2	10	10
buf_12	0	2
nor2b_4	1	1
buf_2	1	1
buf_4	1	1
per-stage QoR:
| stage | hold WS, ns | std cells | util (%) |
|---|---|---|---|
| after CTS | 2.28 | 270 | 38.1 |
| after global placement | 2.29 | 270 | 38.1 |
| after floorplan | 1.42 | 77 | - |
| final | 2.28 | 270 | 38.1 |
| after detailed placement | 2.28 | 270 | 38.1 |
| after global routing | 2.30 | 270 | 38.1 |
cell usage after synthesis:
cell       number
o2bb2ai_1      22
nor2b_4         1
clkbuf_1        2
buf_2           1
buf_4           1
mux2i_1        32
o2bb2ai_2      10
buf_6           8
how the worst max path moves through the flow:
stage | start | endpoint | slack, ns | cells past startpoint
6_report | sel[0] | z[26] | 0.42 | 5
5_1_grt | sel[0] | z[30] | 0.31 | 5
4_1_cts | sel[0] | z[23] | 0.40 | 5
cells by family after synthesis:
kind of cell,Yosys count,synth area share (%)
multiplexers,32,40.7
AND-OR/OR-AND,32,43.6
buffers and inverters,12,14.0
AND/OR/NAND/NOR,1,1.75
Power is estimated from default activity; no workload was simulated.
