[flow/constraint.sdc]
current_design fulladder_RISC

set clk_period 14.5
set clk_io_pct 0.2

create_clock -name clk0 -period $clk_period

set non_clock_inputs [all_inputs -no_clocks]
set_input_delay [expr $clk_period * $clk_io_pct] -clock clk0 $non_clock_inputs
set_output_delay [expr $clk_period * $clk_io_pct] -clock clk0 [all_outputs]
[flow/run.sh]
#!/bin/bash
# OpenROAD 26Q1-2900-gdf79404cd8, Yosys 0.63+post, stock flow scripts
make -C /OpenROAD-flow-scripts/flow DESIGN_CONFIG=/design/flow/config.mk WORK_HOME=/design/flow/orfs finish
[flow/design.v]
module fulladder_RISC(
    input [31:0] a, 
    input [31:0] b, 
    output [31:0] sum
    );
    assign sum = a + b;
endmodule
[flow/config.mk]
export PLATFORM = sky130hd
export DESIGN_NAME = fulladder_RISC
export DESIGN_NICKNAME = fulladder_RISC
export VERILOG_FILES = /design/flow/design.v
export SDC_FILE = /design/flow/constraint.sdc
export NUM_CORES = 4
export LEC_CHECK = 1
export CORE_AREA = 10 10 85 85
export DIE_AREA = 0 0 95 95
==> run_results.csv <==
group,metric,value,unit
run_status,outcome,"finished clean",
power,pwr-share-comb,1.000,
final_timing,setup_violations,0,
grt,grt_overflow,0,
power,p_leak,1.18,nW
hold_path,min_path_type,"primary input to output pin",
power,p_per_area,48.2,nW/µm²
power,pwr-share-clk,0,
power,switchingPower,52.4,µW
place,port_buffers,96,
yosys,ys_cells,241,
yosys,most_common_cell,"ha_1",
floorplan,die_w,95,µm
yosys,synth_cells,241,
finish,drive_above_1_share,0.0307,
place,place_hpwl,5110,µm
worst_setup_path,startpoint_type,"primary input",
final_timing,fin_crit,8.72,ns
clocking,cts-resized-gates,0,
routing,antenna_left,0,
final_timing,period_used_share,0.602,
final_timing,worst_slew_pin_slew,0.540,ns
finish,seq_cell_count,0,
yosys,yosys.area.top_type,"ha_1",
final_timing,rsz0062_at_grt,"no",
floorplan,die_area,9030,µm²
worst_setup_path,worstPathArrival,5.82,ns
worst_setup_path,critPathMaxFanout,4,
power,irDropWorstVdd,0.0192,mV
final_timing,slew_headroom,0.631,
clocking,postCtsSetupBuffers,0,
floorplan,dieHeight,95,µm
power,sw_frac_of_total,0.395,
finish,clkbuf_count,0,
clocking,ctsHoldBuffers,0,
grt,grt_pass1_wl,9470,µm
routing,vias_per_cell,5.15,
hold_path,hold_path_depth,3,
yosys,yosysWarnings,0,
final_timing,timing.hold.ws,6.83,ns
yosys,synthDominantCellAreaShare,0.222,
floorplan,initCoreUtil,0.319,
floorplan,core_area,5470,µm²
grt,antenna_found_initial,0,
routing,drtIter0Drc,35,
routing,drc,0,
worst_setup_path,cp-end-kind,"output pin",
grt,grt_max_degree,11,
yosys,netlist_area,1740,µm²
final_timing,setup-tns-final,0,ns
worst_setup_path,critPathRequiredTime,11.60,ns
worst_setup_path,critical_path_class,"primary input to output pin",
grt,grt_use_total,0.123,
final_timing,hold_violations,0,
power,p_int,80.2,µW
yosys,synth.avg_cell_area,7.24,µm²
finish,area_delta_synth_final,57.7,%
routing,totalWireLength,5770,µm
routing,antennaDiodeCount,0,
yosys,ys_types,50,
final_timing,fmax,115,MHz
finish,nFillCells,565,
floorplan,row_count,27,
yosys,ys_seq_share,0,
flow_run,warnings,32,
finish,logic_area,1680,µm²
floorplan,ioPinCount,96,
grt,grt_pass1_vias,2030,
flow_run,maxCapViolations,0,
power,power,133,µW
final_timing,final_max_slew_viol_count,0,
power,pwr-share-seq,0,
yosys,synthTopCellsByCount,"ha_1, a21oi_1, a21o_1",
routing,routed-via-count,2051,
yosys,ys_chip_area,1740,µm²
routing,drtPass1Iterations,4,
place,gp_congestion,0.925,
finish,flop_area,0,µm²
routing,wl_per_cell,14.5,µm
yosys,topCellsByArea,"ha_1, a21oi_1, a21o_1, xor2_1, xnor2_1",
[power groups by stage]
| stage | Clock (mW) | Combinational, mW | Sequential, mW |
|---|---|---|---|
| final | 0 | 0.133 | 0 |
| after global routing | 0 | 0.148 | 0 |
| after CTS | 0 | 0.135 | 0 |
[kinds of logic (layout without fill, tap and decap cells)]
group / after synthesis / after routing / share of synthesized area
buf+inv: 17 / 102 / 0.0380
fa+ha+maj: 32 / 32 / 0.234
xor+xnor: 28 / 28 / 0.141
simple gates: 65 / 65 / 0.183
mux: 2 / 2 / 0.0115
compound gates: 97 / 97 / 0.393
[worst max-delay path: stages]
cell and delay, ns:
clkdlybuf4s50_1 0.40, ha_1 0.24, fa_1 0.40, a21o_1 0.22, a31o_2 0.28, nand3_1 0.09
o221ai_1 0.23, a311oi_1 0.33, o21bai_1 0.10, xor2_1 0.13, clkdlybuf4s50_1 0.50
[area by class of cell]
| type | count | share of cell area |
|---|---|---|
| Inverter | 6 | 0.00819 |
| Tap cell | 72 | 0.0327 |
| Multi-Input combinational cell | 224 | 0.610 |
| Timing Repair Buffer | 96 | 0.349 |
[per-layer routing]
layer,GRT usage,up-vias,wire (µm)
li1,-,1098,-
met1,0.166,900,2750
met2,0.210,53,2570
met3,0.0264,0,452
met4,0,0,0
met5,0,-,0
[stage by stage]
step,area [µm²],cells,utilization,worst slack [ns]
floorplan,1740,241,-,6.87
global route,2750,398,0.503,5.53
finish,2750,398,0.503,5.78
detailed placement,2750,398,0.503,5.77
CTS,2750,398,0.503,5.76
global placement,2750,398,0.503,5.79
[layout by cell type (no fill, tap or decap), types with 2 or more instances in the layout]
cell type	synthesis	routed
xor2_1	15	15
nand4_1	8	8
nand2b_1	2	2
a21o_1	19	19
o221ai_1	2	2
ha_1	31	31
a21oi_1	29	29
nand3_1	10	10
nor3_1	4	4
inv_1	6	6
o21a_1	2	2
clkdlybuf4s50_1	0	96
o211ai_1	3	3
a311oi_1	2	2
o311ai_1	2	2
nor2_1	12	12
o21bai_1	4	4
xnor2_1	13	13
o21ai_0	13	13
nand2_1	18	18
or2_2	3	3
a211oi_1	3	3
mux2i_1	2	2
a31oi_1	3	3
[path summary, 6_finish.rpt]
path / to / start
hold / removal: sum[0] / b[0]
setup / recovery: sum[26] / a[0]
Power is estimated from default activity; no workload was simulated.
