--- run.sh ---
#!/bin/bash
# OpenROAD 26Q1-2900-gdf79404cd8, Yosys 0.63+post, stock flow scripts
make -C /OpenROAD-flow-scripts/flow DESIGN_CONFIG=/design/flow/config.mk WORK_HOME=/design/flow/orfs finish
--- config.mk ---
export PLATFORM = sky130hd
export DESIGN_NAME = EXTEND_UNIT
export DESIGN_NICKNAME = EXTEND_UNIT
export VERILOG_FILES = /design/flow/design.v
export SDC_FILE = /design/flow/constraint.sdc
export NUM_CORES = 4
export LEC_CHECK = 1
export CORE_AREA = 10 10 80 80
export DIE_AREA = 0 0 90 90
--- constraint.sdc ---
current_design EXTEND_UNIT

set clk_period 2.5
set clk_io_pct 0.2

create_clock -name clk0 -period $clk_period

set non_clock_inputs [all_inputs -no_clocks]
set_input_delay [expr $clk_period * $clk_io_pct] -clock clk0 $non_clock_inputs
set_output_delay [expr $clk_period * $clk_io_pct] -clock clk0 [all_outputs]
--- design.v ---
module EXTEND_UNIT (INSTR , IMM_EXTEND , IMMSRC);
input [1:0] IMMSRC ;
input [24:0] INSTR ;
output reg [31:0] IMM_EXTEND ;
always @(*) begin
        if (IMMSRC == 'b00) begin
            IMM_EXTEND = { {20{INSTR[24]}} , INSTR[24:13] } ;
        end
        else if (IMMSRC == 'b01) begin
            IMM_EXTEND = { {20{INSTR[24]}} , INSTR[24:18] , INSTR[4:0] } ;
        end
        else if (IMMSRC == 'b10) begin
            IMM_EXTEND = { {20{INSTR[24]}} , INSTR[0] , INSTR[23:18] , INSTR[4:1] , 1'b0 } ;
        end
        else if (IMMSRC == 'b11) begin
            IMM_EXTEND = { {12{INSTR[24]}} , INSTR[12:5] , INSTR[13] , INSTR[23:14] , 1'b0 } ;
        end
end
endmodule
==> qor.rpt <==
RUN STATUS
--------------------------------------------------------------------------------
Outcome ........................................................... finished, final reports clean

FINISH
--------------------------------------------------------------------------------
Share of cells above drive strength 1 .............................        4.17%
Number of filler instances in the final layout ....................          492
Layout overhead on the synthesized area ...........................         116%
MI comb area ......................................................    273 sq um
Max FFs per register ..............................................           21
Sequential Area ...................................................    315 sq um
Fin cells .........................................................          187
Fin area ..........................................................   1260 sq um

SYNTH
--------------------------------------------------------------------------------
Yosys cell count ..................................................           54
Warning count from the yosys run ..................................            1
Post-synthesis sequential element count ...........................           21
Syn avg cell area .................................................   10.8 sq um
Chip area line of the yosys report ................................    582 sq um
Gate count after technology mapping ...............................           54
Summed instance area of the synthesized netlist ...................    582 sq um
Distinct cell type count after synthesis ..........................           12

POWER
--------------------------------------------------------------------------------
Part of the power in the clock network ............................           0%
Total power density per cell area .................................  114 nW/um^2
P_sw ..............................................................    0.0343 mW
Worst vdd ir ......................................................      42.3 uV
Combinational share of power ......................................        76.4%
Internal power summed over all cells ..............................     0.109 mW
Sw frac ...........................................................        24.0%
Leakage power .....................................................     0.553 nW
Reg power frac ....................................................        23.6%

STA
--------------------------------------------------------------------------------
Tcrit/Tclk final ..................................................        96.3%
Register pins left without a clock ................................           21
Max-slew violations ...............................................            0
Setup repair after global routing missed its margin ...............           no
Maximum clock frequency ...........................................    0.415 GHz
Number of unconstrained endpoints .................................           21
Final critical delay including setup and external delays ..........      2.41 ns
Final setup violation count .......................................            0
Final Hold Violation Tally ........................................            0

FLOORPLANNING
--------------------------------------------------------------------------------
I/O pins ..........................................................           59
Die span in y .....................................................        90 um
Area of the core ..................................................   4720 sq um
Fp util ...........................................................        12.3%
Die outline width .................................................        90 um
Number of placement rows ..........................................           25
Total die size ....................................................   8100 sq um

GRT
--------------------------------------------------------------------------------
GRT Util Overall ..................................................        4.34%
Total gr overflow .................................................            0
Number of global-route vias before repair .........................          574
Number of antenna violations at the first check in global routing .            0
Wire length of the first global-routing pass ......................      2.94 mm
Maximum number of pins on one net before global-route repair ......           14

ROUTING
--------------------------------------------------------------------------------
# diodes ..........................................................            0
Aggregate routed wire length ......................................      1.84 mm
Total number of vias ..............................................          527
First-pass iteration count of the detailed router .................            2
Number of remaining DRC errors ....................................            0
Via/cell ratio ....................................................         2.82
Number of nets still failing antenna checks after routing .........            0
Number of DRC markers after the initial detailed-route iteration ..           15
Wire per inst .....................................................      9.83 um

FLOW RUN
--------------------------------------------------------------------------------
Max-cap violations ................................................            0
Stage-log warning count ...........................................           32

SETUP PATH
--------------------------------------------------------------------------------
Startpoint type of the worst setup path ........................... primary input
Crit path max fanout ..............................................           13
Slowest stage cell, crit path ..................................... clkdlybuf4s50_1
First element of the critical path ................................    IMMSRC[1]
Chain of cells forming the critical path .......................... buf_4 -> xor2_4 -> mux2_1 -> dlxtn_1 -> clkdlybuf4s50_1
Critical Path AT ..................................................      1.91 ns
Critical path data required time ..................................      2.00 ns
End point of the critical path .................................... IMM_EXTEND[4]
Slowest Stage Delay on Critical Path ..............................      0.40 ns
Crit Path Category ................................................    in -> out
Endpoint kind of the worst setup timing path ......................  output port

PLACED DESIGN
--------------------------------------------------------------------------------
Detail Placement HPWL .............................................      1.62 mm
Total placed cells including tap cells ............................          187
Final GP Congestion ...............................................        0.593
Port Buffers ......................................................           59
DP Area ...........................................................   1240 sq um

CTS
--------------------------------------------------------------------------------
Number of hold buffers added after cts ............................            0

placed cells by master, fill, tap and decap left out:
master	netlist	routed
clkdlybuf4s50_1	0	53
dlxtn_1	21	21
conb_1	1	21
a31o_1	8	8
mux2_1	4	4
mux2i_1	2	2
nor2_1	2	2
dlygate4sd2_1	0	2
a21boi_4	0	1
a21oi_1	1	1
xor2_4	0	1
buf_6	0	1
buf_4	11	1
buf_2	1	1
dlymetal6s2s_1	0	1
repair_timing:
action                                  in CTS  in global routing
endpoints found under the setup margin      26                  8
resized                                     20                  3
hold endpoints to repair                     0                  0
pin swaps                                    2                  1
buffers inserted                             0                  0
cell families (layout without fill, tap and decap cells):
kind of cell / count (synthesis) / in the layout / synth area share [%]
latches: 21 / 21 / 54.2
xor gates and xnor gates: 1 / 1 / 2.80
buffers and inverters: 13 / 59 / 15.7
muxes: 6 / 6 / 11.2
AOI/OAI and AO/OA: 10 / 10 / 14.2
and+or+nand+nor: 2 / 2 / 1.29
other: 1 / 21 / 0.645
power by group through the flow:
stage         registers (mW)  clock network [mW]  logic, mW
finish                0.0337                   0      0.109
global route          0.0354                   0      0.122
CTS                   0.0339                   0      0.114
synth_stat cells (all sizes together):
library cell	number	area share (%)
dlxtn	21	54
buf	12	15
a31o	8	12
mux2	4	7.7
mux2i	2	3.4
nor2	2	1.3
a21boi	1	1.3
a21oi	1	0.86
clkbuf	1	0.64
conb	1	0.64
xor2	1	2.8
worst max-delay path: cells and delay by family:
family	cells	cell delay, ns
xor gates and xnor gates	1	0.23
muxes	1	0.34
latches	1	0.23
buffers and inverters	2	0.61
stage by stage:
step | setup slack, ns | power [mW] | utilization (%) | setup TNS (ns)
3_5_place_dp | -0.990 | 0.145 | 26.3 | -12.64
2_1_floorplan | 0.690 | 0.0647 | - | 0
4_1_cts | 0.0274 | 0.147 | 26.6 | 0
6_report | 0.0918 | 0.143 | 26.6 | 0
3_3_place_gp | -1.00 | 0.144 | 26.3 | -12.55
5_1_grt | 0.00584 | 0.157 | 26.6 | 0
layer usage:
| metal | wire length [um] | vias to the layer above | part of all wire (%) | global-route usage, % |
|---|---|---|---|---|
| li1 | - | 284 | - | - |
| met1 | 674 | 209 | 37 | 4.40 |
| met2 | 862 | 34 | 47 | 7.81 |
| met3 | 301 | 0 | 16 | 2.77 |
| met4 | 0 | 0 | 0 | 0 |
| met5 | 0 | - | 0 | 0 |
final cells by class:
type / instances / area share [%]
sequential: 21 / 25.1
tap: 67 / 6.67
multi-input combinational: 40 / 21.7
timing repair buffer: 59 / 46.5
Power figures rest on the tool's default switching activity, not on a simulated workload.
